==> ./design.v <==
module SevenSeg(clk, hp1, hp2, SEG_SEL, SEG_DATA);
	input clk;
	input [1:0] hp1;
	input [1:0] hp2;
	output reg [4:0] SEG_SEL;
	output reg [7:0] SEG_DATA;
	reg control=0;
	always @ (posedge clk)
	begin
		if(control)
		begin
			case(hp1)
				2'b00 : SEG_DATA = 8'b00111111;
				2'b01 : SEG_DATA = 8'b00000110;
				2'b10 : SEG_DATA = 8'b01011011;
				2'b11 : SEG_DATA = 8'b01001111;
			endcase
			SEG_SEL=5'b01000;
		end
		else
		begin
			case(hp2)
				2'b00 : SEG_DATA = 8'b00111111;
				2'b01 : SEG_DATA = 8'b00000110;
				2'b10 : SEG_DATA = 8'b01011011;
				2'b11 : SEG_DATA = 8'b01001111;
			endcase
			SEG_SEL=5'b00001;
		end
		control = ~control;
	end
endmodule
module fightingGameForFPGA(SEG_SEL, SEG_DATA, firstWin, secondWin, state1,
    state2, clk, reset, action1, action2, actionEnable);
    output[4:0] SEG_SEL;
    output[7:0] SEG_DATA;
    output firstWin;
    output secondWin;
    output[2:0] state1;
    output[2:0] state2;
    input clk, reset;
    input[2:0] action1;
    input[2:0] action2;
    input actionEnable;
	wire clkForGame;
    wire clkForSeg;
    wire[1:0] health1, health2;
    reg isGameOver = 1'b0;
    reg firstWin = 1'b0, secondWin = 1'b0;
    reg[2:0] currentState1 = 3'b100, currentState2 = 3'b001;
    freqDividerForSevenSegment f1(clk, clkForSeg);
	freqDividerForGame g1(clk,clkForGame);
    SevenSeg f2(clkForSeg, health1, health2, SEG_SEL, SEG_DATA);
    firstPlayer p1(clkForGame, reset, isGameOver, actionEnable, action1, state1, action2, currentState2, health1);
    secondPlayer p2(clkForGame, reset, isGameOver, actionEnable, action1, currentState1, action2, state2, health2);
    always @ (posedge clkForGame)
        if (reset) begin
            firstWin = 1'b0;
            secondWin = 1'b0;
            isGameOver = 1'b0;
            currentState1 = 3'b100;
            currentState2 = 3'b001;
        end
        else if(health1 == 0) begin
            secondWin = 1'b1;
            isGameOver = 1'b1;
        end
        else if(health2 == 0) begin
            firstWin = 1'b1;
            isGameOver = 1'b1;
        end
        else if (actionEnable) begin
            currentState1 = state1;
            currentState2 = state2;
        end
endmodule
module firstPlayer(clk, reset, isGameOver, actionEnable, action1, state1, action2, state2, health);
    input[2:0] action1, action2, state2;
    input clk, reset, actionEnable, isGameOver;
    output[1:0] health;
    reg[1:0] health = 2'b11;
    reg[1:0] wait_count = 2'b00;
    parameter player1S0 = 3'b100, player1S1 = 3'b010, player1S2 = 3'b001,
              player2S0 = 3'b001, player2S1 = 3'b010, player2S2 = 3'b100;  
    parameter kick = 3'b000,
              punch = 3'b001,
              await = 3'b010,
              jump = 3'b011,
              left1 = 3'b100,
              left2 = 3'b101,
              right1 = 3'b110,
              right2 = 3'b111;
    output [2:0] state1;          
    reg [2:0] state1 = player1S0;
    always @ (posedge clk)
        if (reset) begin
            state1 = player1S0;
            health = 2'b11;
            wait_count = 2'b00;
        end
        else if (actionEnable && ~isGameOver) begin
            case(state1)
                player1S0: begin
                    if (action1 == right1 || action1 == right2)
                        state1 = player1S1;
                        if(action2 == kick && state2 == player2S2 && health != 2'b00)
                            health = health - 2'b01;
                    if (action1 == await) begin
                        wait_count = wait_count + 2'b01;
                        if (wait_count == 2'b10 && health != 2'b11) begin
                            health = health + 2'b01;
                            wait_count = 2'b00;
                        end
                        else if(wait_count == 2'b10)
                            wait_count = 2'b00;
                    end
                    else wait_count = 2'b00;
                end
                player1S1: begin
                    if (action1 == right1 || action1 == right2) begin
                        state1 = player1S2;
                        if ((action2 == kick) && (state2 != player2S0) && health != 2'b00) 
                            health = health - 2'b01;
                        else if ((action2 == punch) && (state2 == player2S2) && health != 2'b00) 
                            health = (health==2'b01) ? 2'b00 : (health - 2'b10);
                    end
                    else if ((action1 == left1 || action1 == left2) || 
                            (action1 == kick && action2 == kick && state2 == player2S2))
                        state1 = player1S0;
                    else if((action1 == punch || action1 == await) && (action2 == kick) && (state2 == player2S2) && health != 2'b00)
                        health = health - 2'b01;
                    if (action1 == await) begin
                        wait_count = wait_count + 2'b01;
                        if (wait_count == 2'b10 && health != 2'b11) begin
                            health = health + 2'b01;
                            wait_count = 2'b00;
                        end
                        else if(wait_count == 2'b10)
                            wait_count = 2'b00;
                    end
                    else wait_count = 2'b00;
                end
                player1S2: begin
                    if ((action1 == left1 || action1 == left2) ||
                        (action1 == punch && action2 == punch && state2 == player2S2)||
                        (action1 == kick && action2 == kick && state2 != player2S0))
                            state1 = player1S1;
                            if((action1 == left1 || action1 == left2) && action2 == kick && state2 == player2S2 && health != 2'b00)
                                health = health - 2'b01;
                    else if(((action1 == await || action1 == right1 || action1 == right2 || action1 == punch)&&
                            action2 == kick && state2 == player2S1) ||
                            ((action1 == await || action1 == right1 || action1 == right2)&&
                        action2 == kick && state2 == player2S2) && health != 2'b00)
                            health = health - 2'b01;
                    else if(((action1 == await || action1 == right1 || action1 == right2 || action1 == kick)&&
                        action2 == punch && state2 == player2S2) && health != 2'b00)
                            health = (health==2'b01) ? 2'b00 : (health - 2'b10);
                    if (action1 == await) begin
                        wait_count = wait_count + 2'b01;
                        if (wait_count == 2'b10 && health != 2'b11) begin
                            health = health + 2'b01;
                            wait_count = 2'b00;
                        end
                        else if(wait_count == 2'b10)
                            wait_count = 2'b00;
                    end
                    else wait_count = 2'b00;
                end
            endcase  
        end 
endmodule
module freqDividerForGame (clkIn, clkOut);
	input clkIn;
	output clkOut;
	reg clkOut;
	reg[25:0] counter=0;
	always @ (posedge clkIn)
	begin
		if(counter == 30000000 - 1)
		begin
			counter <= 0;
			clkOut <= ~clkOut;
		end
		else
		begin
			counter <= counter+1;
		end
	end
endmodule
module freqDividerForSevenSegment (clkIn, clkOut);
	input clkIn;
	output clkOut;
	reg clkOut;
	reg[25:0] counter=0;
	always @ (posedge clkIn)
	begin
		if(counter == 100000 - 1)
		begin
			counter <= 0;
			clkOut <= ~clkOut;
		end
		else
		begin
			counter <= counter+1;
		end
	end
endmodule
module secondPlayer(clk, reset, isGameOver, actionEnable, action1, state1, action2, state2, health);
    input[2:0] action1, action2, state1;
    input clk, reset, actionEnable, isGameOver;
    output[1:0] health;
    reg[1:0] health = 2'b11;
    reg[1:0] wait_count = 2'b00;
    parameter player1S0 = 3'b100, player1S1 = 3'b010, player1S2 = 3'b001,
              player2S0 = 3'b001, player2S1 = 3'b010, player2S2 = 3'b100;  
    parameter kick = 3'b000,
              punch = 3'b001,
              await = 3'b010,
              jump = 3'b011,
              left1 = 3'b100,
              left2 = 3'b101,
              right1 = 3'b110,
              right2 = 3'b111;
    output [2:0] state2;          
    reg [2:0] state2 = player2S0;
    always @ (posedge clk)
        if (reset) begin
            state2 = player2S0;
            health = 2'b11;
            wait_count = 2'b00;
        end
        else if (actionEnable && ~isGameOver) begin
            case(state2)
                player2S0: begin
                    if (action2 == left1 || action2 == left2)
                        state2 = player2S1;
                        if(action1 == kick && state1 == player1S2 && health != 2'b00)
                            health = health - 2'b01;
                    if (action2 == await) begin
                        wait_count = wait_count + 2'b01;
                        if (wait_count == 2'b10 && health != 2'b11) begin
                            health = health + 2'b01;
                            wait_count = 2'b00;
                        end
                        else if(wait_count == 2'b10)
                            wait_count = 2'b00;
                    end
                    else wait_count = 2'b00;
                end
                player2S1: begin
                    if (action2 == left1 || action2 == left2) begin
                        state2 = player2S2;
                        if ((action1 == kick) && (state1 != player1S0) && health != 2'b00) 
                            health = health - 2'b01;
                        else if ((action1 == punch) && (state1 == player1S2) && health != 2'b00) 
                            health = (health==2'b01) ? 2'b00 : (health - 2'b10);
                    end
                    else if ((action2 == right1 || action2 == right2) || 
                            (action1 == kick && action2 == kick && state1 == player1S2))
                        state2 = player2S0;
                    else if((action2 == punch || action2 == await) && (action1 == kick) && (state1 == player1S2) && health != 2'b00)
                        health = health - 2'b01;
                    if (action2 == await) begin
                        wait_count = wait_count + 2'b01;
                        if (wait_count == 2'b10 && health != 2'b11) begin
                            health = health + 2'b01;
                            wait_count = 2'b00;
                        end
                        else if(wait_count == 2'b10)
                            wait_count = 2'b00;
                    end
                    else wait_count = 2'b00;
                end
                player2S2: begin
                    if ((action2 == right1 || action2 == right2) ||
                        (action1 == punch && action2 == punch && state1 == player1S2)||
                        (action1 == kick && action2 == kick && state1 != player1S0))
                            state2 = player2S1;
                            if((action2 == right1 || action2 == right2) && action1 == kick && state1 == player1S2 && health != 2'b00)
                                health = health - 2'b01;
                    else if(((action2 == await || action2 == left1 || action2 == left2 || action2 == punch)&&
                            action1 == kick && state1 == player1S1) ||
                            ((action2 == await || action2 == left1 || action2 == left2)&&
                        action1 == kick && state1 == player1S2) && health != 2'b00)
                            health = health - 2'b01;
                    else if(((action2 == await || action2 == left1 || action2 == left2 || action2 == kick)&&
                        action1 == punch && state1 == player1S2) && health != 2'b00)
                            health = (health==2'b01) ? 2'b00 : (health - 2'b10);
                    if (action2 == await) begin
                        wait_count = wait_count + 2'b01;
                        if (wait_count == 2'b10 && health != 2'b11) begin
                            health = health + 2'b01;
                            wait_count = 2'b00;
                        end
                        else if(wait_count == 2'b10)
                            wait_count = 2'b00;
                    end
                    else wait_count = 2'b00;
                end
            endcase
        end
endmodule
==> ./constraint.sdc <==
current_design fightingGameForFPGA

set clk_period 6.1
set clk_io_pct 0.2

create_clock -name clk0 -period $clk_period [get_ports {clk}]

set non_clock_inputs [all_inputs -no_clocks]
set_input_delay [expr $clk_period * $clk_io_pct] -clock clk0 $non_clock_inputs
set_output_delay [expr $clk_period * $clk_io_pct] -clock clk0 [all_outputs]
==> ./run.sh <==
#!/bin/bash
# OpenROAD 26Q1-2900-gdf79404cd8, Yosys 0.63+post, stock flow scripts
make -C /OpenROAD-flow-scripts/flow DESIGN_CONFIG=/design/flow/config.mk WORK_HOME=/design/flow/orfs finish
==> ./config.mk <==
export PLATFORM = sky130hd
export DESIGN_NAME = fightingGameForFPGA
export DESIGN_NICKNAME = fightingGameForFPGA
export VERILOG_FILES = /design/flow/design.v
export SDC_FILE = /design/flow/constraint.sdc
export NUM_CORES = 4
export LEC_CHECK = 1
export CORE_UTILIZATION = 30
==> summary.txt <==
Figures from the flow reports.

Floorplan:
- The run gives the horizontal extent of the die as 128.3 um.
- The run puts the number of top-level design ports at 30.
- After floorplanning, the die was sized to cover 0.01646 sq mm.
- The run gives the site row count as 45.
- The share of the core area taken by cells at floorplan is 31.14%.
- In this run the vertical extent of the chip is 128.3 um.
- The run gives the core outline area as 0.01537 sq mm.

Cells and area:
- The run puts the fraction of layout cells with a size suffix above 1 at 6.738%.
- In this run the layout overhead on the synthesized area is reported as 12.21%.

Synthesis:
- The run puts the mean area per synthesized cell at 8.686 sq um.
- The post-synth count of flops with an enable pin is 2.
- The run gives the total cell area reported by yosys after synthesis as 0.004786 sq mm.
- The run gives the number of cells in the yosys synthesis report as 551.
- The run puts the netlist area before placement at 0.004786 sq mm.
- The run puts the sequential cell area fraction in the yosys report at 35.97%.
- The run puts the count of state elements after synthesis at 85.
- The run puts the number of distinct library cell variants in the gate-level netlist after synthesis at 68.
- The commonest register cell is sky130_fd_sc_hd__dfxtp_1.
- The run puts the number of warnings issued by yosys at 6.
- The run puts the fraction of registers with async set/reset at 0%.
- The run gives the instance count of the mapped netlist as 551.

STA:
- For the pin with the worst max-slew slack, the measured transition is 779.5 ps.
- The run gives the worst relative slew slack as 47.55%.
- 47 endpoints have no timing constraint.
- The run gives the clock tree skew after final layout as 9.687 ps.
- The run gives the shortest period the worst path allows as 2118 ps.
- Setup repair after global routing left no endpoint under its margin.
- The run puts the number of register pins that no clock reaches at 31.
- The run gives the achievable frequency as 472.0 MHz.
- Dividing the final minimum period by the clock period gives 34.73%.
- For reference, the final report shows the hold violation count at 0.
- The run gives the sum of negative setup slack as 0 ps.
- Counting pins that exceed their max-slew limit in the final report gives 0.
- Per the finish-stage timing summary, setup violations number 0.

Power:
- The leakage component of the power was reported as 1.966 nW.
- The run gives the combinational fraction of design power as 5.7%.
- The run puts the total power density per cell area at 132.2 mW/mm^2.
- The run gives the internal portion of total power as 0.0005596 W.
- Per the power-grid run, VDD falls by no more than 0.0001201 V.
- The run puts the net switching power at 0.0001504 W.
- The run puts the fraction of power consumed by the clock network at 44.4%.
- The run puts the sequential fraction of design power at 49.9%.
- The run puts the switching power share of the total at 21.18%.
- The run gives the total power draw as 0.0007100 W.

Worst setup path:
- The critical path goes through and4_1, nand4_1, nor4_1, nand3_1, xor2_1, nor2_1.
- The kind of cell with the highest combined delay along the critical path is simple AND/OR/NAND/NOR gates.
- The run gives the data required time of the worst path as 6250 ps.
- STA classifies the critical path endpoint as a flop.
- Among all stages on the critical path, the maximum delay recorded is 630 ps.
- The largest individual stage delay along the critical path comes from the cell sky130_fd_sc_hd__nor4_1.
- The run puts the largest driver fanout on the critical path at 6.
- The run gives the critical path startpoint category as a flop.
- The critical path is of the flop to flop type.
- The run puts the sum of buffers and inverters on the critical path at 0.
- The run puts the data arrival time of the worst path at 2260 ps.

Placement:
- The congestion estimate from routability-driven global placement came to 0.8780.
- The run gives the total of buffers placed on input and output ports as 24.
- Once detailed placement completed, the half-perimeter wirelength came to 7061 um.

Clocking:
- The run gives the number of levels the H-tree was split into as 2.
- The run puts the cts-stage hold buffer count at 0.
- The run gives the number of gates resized after CTS as 0.
- The run puts the number of buffers added by the clock tree synthesis step at 5.
- The run puts the post-CTS setup buffer count at 0.
- TritonCTS built the clock tree.
- The clock reaches the later pin of the worst-skew pair after 290 ps.
- The run gives the root buffer cell as sky130_fd_sc_hd__clkbuf_16.
- The run gives the clock transition time at the flip-flop clock pins of the worst setup and hold paths as 70 ps.
- The run gives the maximum count of clock buffers along a single path as 2.

Run:
- The run gives the number of maximum-capacitance violations as 0.
- The run gives the tally of OpenROAD warnings as 35.

Detailed routing:
- The run puts the number of detailed-route iterations in the first pass at 6.
- The run puts the DRC violations left at 0.
- The number of antenna diodes in the final layout is 0.
- In the final routed layout, each cell accounts on average for 12.39 um.
- Dividing the detail-routed via count by the number of cells gives 4.991.
- The routed design has 9604 um of wire.
- Per the log, the first TritonRoute iteration ended with a DRC count of 275.
- The run puts the detailed-route via count at 3868.
- The run gives the number of nets still failing antenna checks after routing as 0.

Status:
- The run finished with clean final reports.

GRT:
- The run puts the via count of the first global-routing pass at 3578.
- The run puts the maximum number of pins on one net before global-route repair at 27.
- The first global-routing pass estimated 16420 um of wire.
- Summed over all routing layers, the global router reports a total usage of 12.09%.
- The run gives the number of antenna violations at the first check in global routing as 0.
- Recorded from the global router log, the overflow total was 0.

Hold path:
- The min-delay analysis places its worst path in the category flop to flop.
power groups by stage:
stage | clock (W) | sequential (W) | combinational [W]
final | 0.000315 | 0.000354 | 0.0000408
after CTS | 0.000318 | 0.000354 | 0.0000405
after global routing | 0.000330 | 0.000354 | 0.0000447
area by class of cell:
type / count / area, sq um
inverter: 19 / 71.32
clock buffer: 7 / 163.9
tap: 211 / 264.0
sequential: 85 / 1722
clock inverter: 1 / 8.758
fill: 1517 / 10000
timing repair buffer: 28 / 270.3
multi-input combinational: 424 / 2870
worst reg2reg max path: cells and delay by family, from the launching register on:
family | cells | cell delay [ps]
simple gates | 5 | 1360
flops | 1 | 420
xor+xnor | 1 | 200
metal layers:
| metal | routed length (um) | vias up | share of wire (%) | track usage, % |
|---|---|---|---|---|
| li1 | - | 1986 | - | - |
| met2 | 4186 | 66 | 44 | 19.08 |
| met1 | 5031 | 1805 | 52 | 18.59 |
| met5 | 0 | - | 0 | 0 |
| met4 | 105 | 0 | 1.1 | 1.661 |
| met3 | 280 | 11 | 2.9 | 1.233 |
flip-flops by register name, summed over array words and instances (netlist names), 2 cells and up:
register,flops
currentState1,3
currentState2,3
f1.counter,26
f2.SEG_DATA,5
f2.SEG_SEL,2
g1.counter,26
p1.health,2
p1.state1,3
p1.wait_count,2
p2.health,2
p2.state2,3
p2.wait_count,2
synthesized netlist by cell type, types with 4 or more instances:
master                     number  share of area, %
sky130_fd_sc_hd__nand4_1       12               1.6
sky130_fd_sc_hd__mux2i_1       12               2.5
sky130_fd_sc_hd__a211o_1        6               1.1
sky130_fd_sc_hd__and3_1         4              0.52
sky130_fd_sc_hd__nor3b_1       12               1.9
sky130_fd_sc_hd__nor2_1        71               5.6
sky130_fd_sc_hd__nand2_1       33               2.6
sky130_fd_sc_hd__nor4b_1        6               1.1
sky130_fd_sc_hd__mux2_2         4              0.94
sky130_fd_sc_hd__xor2_1        30               5.5
sky130_fd_sc_hd__and4_1         5              0.91
sky130_fd_sc_hd__o22ai_1        4              0.52
sky130_fd_sc_hd__clkbuf_1      14               1.1
sky130_fd_sc_hd__buf_2          5              0.52
sky130_fd_sc_hd__xnor2_1       26               4.8
sky130_fd_sc_hd__a21oi_1       12               1.3
sky130_fd_sc_hd__dfxtp_1       83                35
sky130_fd_sc_hd__nor2b_1       10               1.3
sky130_fd_sc_hd__or3_1          5              0.65
sky130_fd_sc_hd__nor4_1         6              0.78
sky130_fd_sc_hd__a211oi_1       5              0.78
sky130_fd_sc_hd__o21ai_0       12               1.3
sky130_fd_sc_hd__nand2b_1       5              0.65
sky130_fd_sc_hd__ha_1          20               5.2
sky130_fd_sc_hd__nand3_1       25               2.6
sky130_fd_sc_hd__or3b_2         7               1.3
sky130_fd_sc_hd__o211ai_1       5              0.78
sky130_fd_sc_hd__a31oi_1        4              0.52
sky130_fd_sc_hd__buf_4          6              0.94
sky130_fd_sc_hd__nor3_1        21               2.2
sky130_fd_sc_hd__inv_1         19               1.5
sky130_fd_sc_hd__and2_1         6              0.78
metrics by stage:
| stage | cell area [sq um] | std cells | utilization [%] | hold slack, ps | worst slack, ps |
|---|---|---|---|---|---|
| final | 5370 | 775 | 34.94 | 444.0 | 3982 |
| after global routing | 5370 | 775 | 34.94 | 459.7 | 3828 |
| after CTS | 5370 | 775 | 34.94 | 446.1 | 4019 |
| after detailed placement | 5197 | 767 | 33.81 | 435.5 | 4051 |
| after global placement | 5197 | 767 | 33.81 | 422.2 | 4131 |
| after floorplan | 4797 | 554 | - | 412.9 | 4199 |
placed cells by master (no fill, tap or decap), drive strengths merged, types with 5 or more instances in the layout:
master	count
and2	6
and4	5
nor4b	7
nand2b	5
dfxtp	83
nor2b	10
clkdlybuf4s50	24
xor2	30
a21oi	12
a211o	6
xnor2	26
conb	5
inv	20
nor3	21
nor3b	13
or3b	11
nand4	12
clkbuf	7
nor4	9
a211oi	6
mux2i	12
o21ai	13
ha	20
nand3	25
nor2	71
o211ai	5
or3	5
nand2	33
cells by family (layout without fill, tap and decap cells):
kind of cell / Yosys count / in the layout / synth area share [%]
AND-OR/OR-AND: 75 / 75 / 11.45
XOR/XNOR: 56 / 56 / 10.25
adder cells (fa/ha/maj): 20 / 20 / 5.229
buffers and inverters: 45 / 55 / 4.287
flip-flops: 85 / 85 / 35.97
multiplexers: 16 / 16 / 3.451
other: 2 / 5 / 0.1569
AND/OR/NAND/NOR: 252 / 252 / 29.20
path summary, 6_finish.rpt:
kind	to	cells after the start	from	slack, ps
worst max-delay path	g1.counter[23]$_SDFF_PN0_	6	g1.counter[8]$_SDFF_PN0_	3980
worst min-delay path	g1.counter[0]$_SDFF_PN0_	1	g1.counter[0]$_SDFF_PN0_	440
worst max register to register	g1.counter[23]$_SDFF_PN0_	6	g1.counter[8]$_SDFF_PN0_	3980
worst min register to register	g1.counter[0]$_SDFF_PN0_	1	g1.counter[0]$_SDFF_PN0_	440
No activity file was given, so power comes from the tool's default toggle rates.
